$ cat /design/flow/design.v
module memblock(
   A_In,
   B_In,
   C_In,
   A_En,
   B_En,
   C_En,
   A_Out,
   B_Out,
   C_Out,
   Clock
);
parameter N = 8;
input [N:0] A_In;
input [N:0] B_In;
input [N:0] C_In;
input A_En;
input B_En;
input C_En;
input Clock;
output [N:0] A_Out;
output [N:0] B_Out;
output [N:0] C_Out;
reg [3:0] Addr = 4'd0;
reg M_Sel = 1'b0;
   memory A (
       .Addr(Addr),
       .Data_In(A_In),
       .W_En(A_En),
       .Clk(Clock),
       .M_Sel(M_Sel),
       .Data1_O(A_Out),
       .Data2_O()
   );
   defparam A.DATA_WIDTH = N+1;
   memory B (
       .Addr(Addr),
       .Data_In(B_In),
       .W_En(B_En),
       .Clk(Clock),
       .M_Sel(M_Sel),
       .Data1_O(B_Out),
       .Data2_O()
   );
   defparam B.DATA_WIDTH = N+1;
   memory C (
       .Addr(Addr),
       .Data_In(C_In),
       .W_En(C_En),
       .Clk(Clock),
       .M_Sel(M_Sel),
       .Data1_O(C_Out),
       .Data2_O()
   );
   defparam C.DATA_WIDTH = N+1;
endmodule
module memory(Addr, Data_In, W_En, Clk, M_Sel, Data1_O, Data2_O);
parameter DATA_WIDTH = 9, ADDR_WIDTH = 4;
input [DATA_WIDTH -1:0] Data_In;
input [ADDR_WIDTH -1:0] Addr;
input W_En,Clk,M_Sel;
output reg [DATA_WIDTH -1:0] Data1_O,Data2_O;
reg [DATA_WIDTH -1:0] Ram1 [2**ADDR_WIDTH -1:0];
reg [DATA_WIDTH -1:0] Ram2 [2**ADDR_WIDTH -1:0];
always @(posedge Clk) begin
	case({W_En,M_Sel})
		2'b10: Ram1[Addr] <= Data_In;
		2'b11:Ram2[Addr] <=Data_In;
	endcase
end
always @(*) begin
	Data1_O = Ram1[Addr];
	Data2_O = Ram2[Addr];
end
endmodule	
$ cat /design/flow/run.sh
#!/bin/bash
# OpenROAD 26Q1-2900-gdf79404cd8, Yosys 0.63+post, stock flow scripts
make -C /OpenROAD-flow-scripts/flow DESIGN_CONFIG=/design/flow/config.mk WORK_HOME=/design/flow/orfs finish
$ cat /design/flow/config.mk
export PLATFORM = sky130hd
export DESIGN_NAME = memblock
export DESIGN_NICKNAME = memblock
export VERILOG_FILES = /design/flow/design.v
export SDC_FILE = /design/flow/constraint.sdc
export NUM_CORES = 4
export LEC_CHECK = 1
export CORE_AREA = 10 10 88 88
export DIE_AREA = 0 0 98 98
$ cat /design/flow/constraint.sdc
current_design memblock

set clk_period 1.0
set clk_io_pct 0.2

create_clock -name clk0 -period $clk_period [get_ports {Clock}]

set non_clock_inputs [all_inputs -no_clocks]
set_input_delay [expr $clk_period * $clk_io_pct] -clock clk0 $non_clock_inputs
set_output_delay [expr $clk_period * $clk_io_pct] -clock clk0 [all_outputs]
==> results.py <==
# Synthesis and PnR figures
metrics = {
    "route": {
        "drt-total-wl_mm": 2.22,
        "diodes": 0,
        "drt_iter0_markers": 4,
        "dr.pass1.iters": 4,
        "detail-route-antenna-nets": 0,
        "wire_per_inst_um": 13.3,
        "vias": 514,
        "drc": 0,
        "via_per_inst": 3.08,
    },
    "min_path": {
        "whs_path_depth": 1,
        "worstHoldStart": "C_In[5]",
        "min_path_type": "primary input to register",
        "hold_end": "C.Ram1[0][5]$_DFFE_PP_",
    },
    "outcome": {
        "status": "complete, no violations",
    },
    "setup_path": {
        "crit_family": "flip-flops",
        "worstSetupEndpointType": "output port",
        "crit_buf_inv": 1,
        "crit_start": "C.Ram1[0][1]$_DFFE_PP_",
        "slowest_delay_ns": 0.37,
        "worstSetupPathType": "register to output port",
        "crit_path_start_kind": "register",
        "arrival_ns": 0.78,
        "cp_max_fo": 1,
        "worstPathCellList": "buf_2",
        "critPathSlowestCell": "edfxtp_1",
        "cp.required_ns": 0.80,
    },
    "sta": {
        "slew_violations": 0,
        "tightestPinTransition_ns": 0.117,
        "fin_crit_ns": 0.975,
        "fmax_mhz": 1030,
        "setup_violations": 0,
        "rsz0062_at_grt": "yes",
        "hold_viol": 0,
        "fin_crit_sh": 0.975,
        "slew_headroom": 0.922,
    },
    "synthesis": {
        "synth_cell_type_count": 1,
        "ys_seq_frac": 1.00,
        "ys.warnings.count": 2,
        "ys_cells": 27,
        "ys_area_um2": 811,
        "syn_avg_cell_area_um2": 30.0,
        "synth-seq-cells": 27,
        "syn_inst": 27,
        "synthesis.area_um2": 811,
    },
    "die": {
        "die_x_um": 98,
        "design.core.area_um2": 5920,
        "ioPinCount": 58,
        "rows": 28,
        "initial_core_util": 0.137,
        "chipArea_um2": 9600,
        "die_h_um": 98,
    },
    "job": {
        "log.warning_count": 26,
        "maxCapViolCount": 0,
    },
    "power": {
        "p_per_area_nw_per_um2": 1530,
        "ir_worst_vdd_uv": 461,
        "leakage_nw": 0.538,
        "power_w": 0.00220,
    },
    "layout": {
        "logic_gate_count": 0,
        "register_area_um2": 811,
        "drive_gt1_frac": 0.380,
        "utilization": 0.244,
        "syn2layout_area_growth_pct": 78.1,
        "fillers": 612,
        "comb_area_um2": 0,
    },
    "clock_network": {
        "clkTransAtPathRegs_ns": 0.09,
        "htree_levels": 1,
        "clock_sinks": 27,
        "cts_root_buffer": "clkbuf_8",
        "cts.path.max_buffers": 2,
        "cts_tree": "yes",
        "numCtsBuffers": 3,
    },
    "place": {
        "gp_congestion": 0.686,
        "numPortBuffers": 57,
    },
    "grt": {
        "grt_usage": 0.0434,
        "antenna_found_initial": 0,
        "grt_pass1_wl_mm": 3.41,
        "grt_pass1_vias": 603,
        "gr-total-overflow": 0,
        "grt_max_degree": 17,
    },
}
-- cell usage after synthesis --
cell / number / share of area
edfxtp_1: 27 / 1.0
-- kinds of logic after synthesis --
| kind of cell | share of synthesized area |
|---|---|
| flops | 1.00 |
-- power by group --
part	internal (W)	switching [W]
registers	0.00134	0.0000192
clock network	0.000282	0.000327
logic	0.000174	0.0000599
total	0.00180	0.000407
-- timing repair --
item / 4_1_cts / 5_1_grt
setup buffers: 0 / 0
pin swaps: 0 / 0
resized: 85 / 0
setup endpoints to repair: 27 / 18
hold buffers: 0 / 0
-- sequential cells by signal, summed over array words and instances (netlist names) --
name / count
C.Ram1: 9
A.Ram1: 9
B.Ram1: 9
-- per-layer routing --
metal | GRT usage | up-vias | share of wire
li1 | - | 238 | -
met1 | 0.0496 | 244 | 0.39
met2 | 0.0741 | 30 | 0.51
met3 | 0.0178 | 2 | 0.088
met4 | 0.0101 | 0 | 0.019
met5 | 0 | - | 0
-- area by class of cell --
cell class / count / area share
sequential: 27 / 0.562
timing repair buffer: 61 / 0.340
tap: 75 / 0.0650
clock buffer: 3 / 0.0286
clock inverter: 1 / 0.00520
-- cells in the final DEF (no fill, tap or decap) --
cell type	instances
buf_2	27
buf_4	2
clkinvlp_4	1
clkdlybuf4s50_1	30
buf_12	2
edfxtp_1	27
clkbuf_8	3
-- worst max-delay path by stage --
stage,to,slack [ns],cells after the start
final,C_Out[1],0.02,1
after global routing,A_Out[4],-0.02,1
after CTS,A_Out[4],0.002,1
-- through the flow --
stage                     hold WS [ns]  worst slack [ns]  instance area, um2  setup TNS (ns)  instances
after floorplan                  0.299             0.501                 811               0         27
after global placement           0.760            -0.129                1530           -3.28        163
after detailed placement         0.758            -0.142                1530           -3.74        163
after CTS                        0.468           0.00244                1440               0        167
after global routing             0.473           -0.0213                1440          -0.198        167
final                            0.482            0.0247                1440               0        167
No activity file was given, so power comes from the tool's default toggle rates.
